`design/flow/config.mk`:
```
export PLATFORM = sky130hd
export DESIGN_NAME = clk_counter_4_digits_MKII
export DESIGN_NICKNAME = clk_counter_4_digits_MKII
export VERILOG_FILES = /design/flow/design.v
export SDC_FILE = /design/flow/constraint.sdc
export NUM_CORES = 4
export LEC_CHECK = 1
export CORE_UTILIZATION = 40
```
`design/flow/run.sh`:
```
#!/bin/bash
# OpenROAD 26Q1-2900-gdf79404cd8, Yosys 0.63+post, stock flow scripts
make -C /OpenROAD-flow-scripts/flow DESIGN_CONFIG=/design/flow/config.mk WORK_HOME=/design/flow/orfs finish
```
`design/flow/constraint.sdc`:
```
current_design clk_counter_4_digits_MKII

set clk_period 12.4
set clk_io_pct 0.2

create_clock -name clk0 -period $clk_period [get_ports {clk}]

set non_clock_inputs [all_inputs -no_clocks]
set_input_delay [expr $clk_period * $clk_io_pct] -clock clk0 $non_clock_inputs
set_output_delay [expr $clk_period * $clk_io_pct] -clock clk0 [all_outputs]
```
`design/flow/design.v`:
```
module clk_counter_4_digits_MKII(input wire clk, sw_add, output wire [6:0] seg, output reg [3:0] n_digit);
	localparam W = 16;
	reg [15:0] btn_count = 0;
	reg [W+(W-4)/3:0] bcd = 0;
	reg [3:0] bcd_show = 0;
	wire sw_add_db;
	localparam FREQ = 50000000;  
	localparam HZ = 240;  
	localparam REFRESH_CYCLE = FREQ / 2 / HZ; 
	localparam INCREMENT_SEC = 5;
	localparam INCREMENT_CYCLE = FREQ / 2 / INCREMENT_SEC;
	reg [31:0] increment_count = 0;
	reg [31:0] refresh_disp_count = 0;
	integer i,j;
	always @(btn_count) begin
		for(i = 0; i <= W+(W-4)/3; i = i+1) bcd[i] = 0;      
		bcd[W-1:0] = btn_count;                                    
			for(i = 0; i <= W-4; i = i+1)                        
				for(j = 0; j <= i/3; j = j+1)                      
					if (bcd[W-i+4*j -: 4] > 4)                       
						bcd[W-i+4*j -: 4] = bcd[W-i+4*j -: 4] + 4'd3;  
	end
	seven_segment_display dipslay(.seg(seg), .bcd(bcd_show));
	always @(posedge clk) begin
		refresh_disp_count = refresh_disp_count + 1;
		increment_count = increment_count + 1;
		if (increment_count == INCREMENT_CYCLE) begin 
			btn_count = btn_count + 1;
			increment_count = 0;
		end
		if (refresh_disp_count == REFRESH_CYCLE) begin
			n_digit = ~4'b0001;
			bcd_show = bcd[3:0];
		end
		else if (refresh_disp_count == (2*REFRESH_CYCLE) ) begin
			n_digit = ~4'b0010;
			bcd_show = bcd[7:4];
		end
		else if (refresh_disp_count == (3*REFRESH_CYCLE) ) begin
			n_digit = ~4'b0100;
			bcd_show = bcd[11:8];
		end
		else if (refresh_disp_count == (4*REFRESH_CYCLE) ) begin
			n_digit = ~4'b1000;
			bcd_show = bcd[15:12];
			refresh_disp_count = 0;
		end
	end
endmodule
module seven_segment_display (output reg [6:0]seg, output wire n_segment, input wire [3:0]bcd);
	assign n_segment = 0;
	wire [3:0] neg_bcd;
	assign neg_bcd = ~bcd;
	always @(bcd) begin
		case (bcd)
			0 : seg = ~7'b1111110;
			1 : seg = ~7'b0000110;
			2 : seg = ~7'b1101101;
			3 : seg = ~7'b1111001;
			4 : seg = ~7'b0110011;
			5 : seg = ~7'b1011011;
			6 : seg = ~7'b1011111;
			7 : seg = ~7'b1110000;
			8 : seg = ~7'b1111111;
			9 : seg = ~7'b1110011;
			10 : seg = ~7'b1110111;
			11 : seg = ~7'b0011111;
			12 : seg = ~7'b1001110;
			13 : seg = ~7'b0111101;
			14 : seg = ~7'b1001111;
			15 : seg = ~7'b1000111;
			default : seg = ~7'b0000000;
		endcase
	end
endmodule
```
==> reports/results.txt <==
register bit count reported by yosys - 88
leakage - 0.00331 uW
post-synthesis chip area from yosys - 9630 um^2
post-synthesis area per instance - 7.67 um^2
Die Span X - 157 um
largest driver fanout on the critical path - 15
number of maximum-capacitance constraint violations - 0
clock transition time at the flip-flop clock pins of the worst setup and hold paths - 0.07 ns
Final Hold Slack - 0.452 ns
Power Density - 56.7 nW/um^2
TritonCTS clock tree - done
top_reg_cell synth - sky130_fd_sc_hd__dfxtp_1
path depth of the worst reg2reg path - 32
Floorplan Utilization - 40.9%
synth warn - 2
number of buffers inserted by post-CTS setup repair - 0
residual antenna-violating net count after detailed routing - 0
Detailed Route Iter0 Violations - 901
sink count of the clock tree - 88
critical path capture point - bcd_show[1]
remaining max-slew budget at the tightest pin - 40.4%
# setup viols final - 0
post-synthesis to final-layout area growth - 5.96%
DRC violations left - 0
Hold/Removal Path Class - register to register
global-route wire length before repair - 40600 um
worst reg-to-reg setup slack - 2.98 ns
overall track demand over capacity in global routing - 20.1%
minimum clock period after layout - 9.42 ns
ratio of cells with drive above 1 in the final layout - 10.1%
transition time at the pin with the least slew margin - 0.891 ns
end of the worst register-to-register path - bcd_show[1]
Clock Tree Root - sky130_fd_sc_hd__clkbuf_16
Overflow after GRT - 0
Top cell excl fill/tap - sky130_fd_sc_hd__nor2_1
largest net degree at the start of global routing - 30
share of async-settable or async-resettable flops after synthesis - 0%
final weighted congestion in routability-driven placement - 0.942
Antenna diodes - 0
tool warning count - 36
peak ir drop on the vdd network - 0.0000931 V
portion of the post-synthesis area used by sequential elements - 20.4%
Synth cell types - 122
post-route total power - 579 uW
post-route clock skew - 0.00729 ns
Clk Latency, worst-skew pair - 0.34 ns
Critical-path top delay cell - sky130_fd_sc_hd__o211ai_1
classification of the worst setup path - register to register
final max-slew violation count - 0
count of TritonRoute iterations in the first routing pass - 5
Site Rows - 56
Total Negative Setup Slacks - 0 ns
number of resized instances in the post-cts repair step - 0
Avg Vias per Cell - 6.11
# IOs - 13
final core occ - 43.3%
number of buffers inserted by hold repair at cts - 0
most repeated library cell on the critical path - sky130_fd_sc_hd__ha_1
sort of element at the end of the critical path - register
Tcrit/Tclk final - 75.9%
required time of the worst setup path - 12.56 ns
Buffers on Ports - 11
critical path startpoint category - register
CP arrival - 9.57 ns
count of library flops with an enable pin - 20
total routed wirelength - 23800 um
Slowest Stage Delay on Critical Path - 0.72 ns
total core area - 23500 um^2
via count - 9406
worst-case clock buffer depth - 2
Post-Place Cells - 1524
post-detailed-placement half-perimeter wirelength - 17600 um
number of hold-slack violations in the final timing report - 0
CP startpoint - btn_count[13]
number of instances in the synthesized netlist - 1255
upper clock frequency limit - 0.106 GHz
wire length per cell - 15.4 um
number of standard cells in the layout, taps in and fillers out - 1540
initial antenna violation count - 0
outcome - complete, no violations
via count of the first global-routing pass - 8225
yosys cell count - 1255
height of the die - 157 um
cell area after synthesis - 9630 um^2
most frequent logic cells in the routed design - sky130_fd_sc_hd__nor2_1 (119), sky130_fd_sc_hd__nand2_1 (113), sky130_fd_sc_hd__a21oi_1 (71)
RSZ-0062 raised after global routing - no
die area - 24700 um^2
H-tree lvl count - 3
number of CTS-inserted buffers - 9
RR Startpoint - btn_count[13]
[per-layer routing]
metal | GRT usage [%] | up-vias | wire [um]
li1 | - | 4734 | -
met1 | 31.8 | 4384 | 12000
met2 | 30.0 | 255 | 10300
met3 | 1.82 | 33 | 1080
met4 | 3.84 | 0 | 380
met5 | 0 | - | 0
[layout make-up]
class / count / area (um^2)
Clock buffer: 11 / 264
Clock inverter: 5 / 58.8
Fill cell: 2377 / 13300
Inverter: 40 / 150
Multi-Input combinational cell: 1053 / 7160
Sequential cell: 88 / 1960
Tap cell: 319 / 399
Timing Repair Buffer: 24 / 208
[Yosys cell counts, drive strengths merged, types with 7 or more instances]
| cell type | count | area [um^2] |
|---|---|---|
| nor2 | 128 | 527 |
| nand2 | 121 | 479 |
| a21oi | 72 | 364 |
| dfxtp | 68 | 1360 |
| xnor2 | 66 | 578 |
| nand3 | 65 | 335 |
| o21ai | 63 | 323 |
| nor3 | 51 | 272 |
| clkbuf | 47 | 176 |
| nand4 | 37 | 231 |
| inv | 36 | 135 |
| xor2 | 28 | 253 |
| buf | 27 | 179 |
| a211oi | 24 | 213 |
| ha | 24 | 300 |
| mux2i | 22 | 220 |
| nor4 | 22 | 165 |
| edfxtp | 20 | 601 |
| o211ai | 20 | 155 |
| a31oi | 19 | 131 |
| and3 | 18 | 113 |
| o22ai | 17 | 113 |
| a21o | 15 | 114 |
| o31ai | 13 | 116 |
| mux2 | 12 | 135 |
| a2111oi | 11 | 110 |
| a221oi | 11 | 115 |
| a211o | 10 | 87.6 |
| or3 | 10 | 62.6 |
| a311oi | 9 | 109 |
| or2 | 9 | 56.3 |
| and2 | 8 | 50.1 |
| or4 | 8 | 71.3 |
| a21boi | 7 | 56.3 |
| a22o | 7 | 61.3 |
| a22oi | 7 | 57.6 |
| o21a | 7 | 53.8 |
[power breakdown]
part,leakage (uW),internal [uW],switching [uW],total (uW)
clock,0.000162,175,112,287
combinational,0.00237,0,0,0.00237
sequential,0.000780,292,0,292
[metrics by stage]
stage / setup WS [ns] / cell area [um^2]
floorplan: 4.53 / 9630
global placement: 3.22 / 9880
detailed placement: 3.10 / 9880
CTS: 3.06 / 10200
global route: 2.20 / 10200
finish: 2.98 / 10200
[flip-flops by register name, indices dropped and copies added (netlist names)]
| name | cells |
|---|---|
| refresh_disp_count | 32 |
| btn_count | 16 |
| bcd_show | 4 |
| increment_count | 32 |
| n_digit | 4 |
[critical path, delay by kind of cell, from the launching register on]
kind	cells	cell delay [ns]
xor+xnor	2	0.31
flops	1	0.58
fa+ha+maj	5	1.50
buf+inv	2	0.22
compound gates	10	3.31
mux	1	0.26
simple gates	12	3.03
[worst min-delay path by stage]
stage / cells after the start / to / from
global route: 1 / increment_count[0] / increment_count[0]
finish: 1 / refresh_disp_count[31] / refresh_disp_count[31]
CTS: 1 / refresh_disp_count[31] / refresh_disp_count[31]
[cells by family (layout without fill, tap and decap cells)]
group	Yosys count	count (layout)	share of synthesized area, %
fa+ha+maj	26	26	3.33
mux	34	34	3.69
compound gates	397	397	31.9
simple gates	502	502	26.8
flops	88	88	20.4
xor+xnor	94	94	8.63
buf+inv	114	80	5.25
No activity file was given, so power comes from the tool's default toggle rates.
