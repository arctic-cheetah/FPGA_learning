==> design/flow/design.v <==
module clk_counter_4_digits(input wire clk, sw_add, sw_reset, output wire [6:0] seg, output reg [3:0] n_digit);
	localparam W = 16;
	reg [15:0] btn_count = 0;
	reg [W+(W-4)/3:0] bcd = 0;
	reg [3:0] bcd_show = 0;
	wire sw_add_db;
	localparam FREQ = 50000000;  
	localparam HZ = 240;  
	localparam REFRESH_CYCLE = FREQ / 2 / HZ; 
	localparam INCREMENT_SEC = 2;
	localparam INCREMENT_CYCLE = FREQ / 2 * INCREMENT_SEC;
	reg [31:0] increment_count = 0;
	reg [31:0] refresh_disp_count = 0;
	integer i,j;
	always @(btn_count) begin
		for(i = 0; i <= W+(W-4)/3; i = i+1) bcd[i] = 0;      
		bcd[W-1:0] = btn_count;                                    
			for(i = 0; i <= W-4; i = i+1)                        
				for(j = 0; j <= i/3; j = j+1)                      
					if (bcd[W-i+4*j -: 4] > 4)                       
						bcd[W-i+4*j -: 4] = bcd[W-i+4*j -: 4] + 4'd3;  
	end
	seven_segment_display dipslay(.seg(seg), .bcd(bcd_show));
	always @(posedge clk) begin
		refresh_disp_count = refresh_disp_count + 1;
		increment_count = increment_count + 1;
		if (!sw_reset) begin 
			btn_count = 0;
			increment_count = 0;
		end
		else if (increment_count == INCREMENT_CYCLE) begin 
			btn_count = btn_count + 1;
			increment_count = 0;
		end
		if (refresh_disp_count == REFRESH_CYCLE) begin
			n_digit = ~4'b0001;
			bcd_show = bcd[3:0];
		end
		else if (refresh_disp_count == (2*REFRESH_CYCLE) ) begin
			n_digit = ~4'b0010;
			bcd_show = bcd[7:4];
		end
		else if (refresh_disp_count == (3*REFRESH_CYCLE) ) begin
			n_digit = ~4'b0100;
			bcd_show = bcd[11:8];
		end
		else if (refresh_disp_count == (4*REFRESH_CYCLE) ) begin
			n_digit = ~4'b1000;
			bcd_show = bcd[15:12];
			refresh_disp_count = 0;
		end
	end
endmodule
module seven_segment_display (output reg [6:0]seg, output wire n_segment, input wire [3:0]bcd);
	assign n_segment = 0;
	wire [3:0] neg_bcd;
	assign neg_bcd = ~bcd;
	always @(bcd) begin
		case (bcd)
			0 : seg = ~7'b1111110;
			1 : seg = ~7'b0000110;
			2 : seg = ~7'b1101101;
			3 : seg = ~7'b1111001;
			4 : seg = ~7'b0110011;
			5 : seg = ~7'b1011011;
			6 : seg = ~7'b1011111;
			7 : seg = ~7'b1110000;
			8 : seg = ~7'b1111111;
			9 : seg = ~7'b1110011;
			10 : seg = ~7'b1110111;
			11 : seg = ~7'b0011111;
			12 : seg = ~7'b1001110;
			13 : seg = ~7'b0111101;
			14 : seg = ~7'b1001111;
			15 : seg = ~7'b1000111;
			default : seg = ~7'b0000000;
		endcase
	end
endmodule
==> design/flow/run.sh <==
#!/bin/bash
# OpenROAD 26Q1-2900-gdf79404cd8, Yosys 0.63+post, stock flow scripts
make -C /OpenROAD-flow-scripts/flow DESIGN_CONFIG=/design/flow/config.mk WORK_HOME=/design/flow/orfs finish
==> design/flow/config.mk <==
export PLATFORM = sky130hd
export DESIGN_NAME = clk_counter_4_digits
export DESIGN_NICKNAME = clk_counter_4_digits
export VERILOG_FILES = /design/flow/design.v
export SDC_FILE = /design/flow/constraint.sdc
export NUM_CORES = 4
export LEC_CHECK = 1
export CORE_UTILIZATION = 40
==> design/flow/constraint.sdc <==
current_design clk_counter_4_digits

set clk_period 10.0
set clk_io_pct 0.2

create_clock -name clk0 -period $clk_period [get_ports {clk}]

set non_clock_inputs [all_inputs -no_clocks]
set_input_delay [expr $clk_period * $clk_io_pct] -clock clk0 $non_clock_inputs
set_output_delay [expr $clk_period * $clk_io_pct] -clock clk0 [all_outputs]
==> results.txt <==
Here are the numbers from the latest Yosys + OpenROAD run.

The number of detailed-routing iterations run before antenna repair is 5. The CTS buffer count came out at 9. The chip area estimate from yosys synthesis is 9090 um^2. The flow ran to the end, and the final reports show no timing, DRC or antenna violations. The violation count after the first detailed-routing iteration came out at 455. The area share of fa/ha/maj cells after synthesis came out at 3.54%. The clock sink count came out at 88. The overall die height came out at 153 um. The largest driver fanout on the critical path is 16.

In this run the maximum-capacitance check reported violations numbering 0. The accumulated negative setup slack came out at 0 ps. The maximum clock path buffer count is 2.

The first-pass GRT wire length is 36600 um. The detailed-route wire length per cell is 14.5 um. The kind of end point of the critical path is a flop.

The launch point of the critical path was reported as btn_count[13]. The number of input and output port buffers inserted is 12. The share of synthesized cell area in and, or, nand and nor gates came out at 28.9%. The antenna diode count came out at 0.

The count of cell types in the netlist is 124. The share of layout cells above drive strength 1 came out at 9.06%. The number of global-route vias before repair came to 7698.

In the global route stage, overall resource usage came out at 18.6%. The largest delay contributor family on the critical path is AND-OR/OR-AND gates. The number of H-tree levels is 3. The worst setup path is launched from a flop. The placer's final routability congestion estimate is 0.916. The source-to-sink clock delay at the later pin of the worst-skew pair is 340 ps. The post-synthesis average cell area is 7.61 um^2.

The delay of the slowest critical-path stage is 510 ps. The number of antenna violations at the first check in global routing came out at 0. The total count of hold-check failures in the final report is 0. The share of synthesized cell area in and-or and or-and compound cells is 30.1%.

The overall overflow remaining after global route came out at 0. The floorplan core area came out at 22000 um^2. The number of enable flip-flop cells came out at 4.

The wire length reported by the detailed router came out at 21000 um. The script reports the combined buffer and inverter count of the critical path as 7. The number of instances in the synthesized netlist came out at 1194. The number of standard-cell rows in the floorplan came out at 54. The capture point of the worst reg-to-reg path is bcd_show[2]. Entering global routing, the biggest net connects 25 pins.

The fill cell total of the finished layout came out at 2196. The per-cell via count in the routed design is 5.84. Setup repair after global routing left no endpoint under its margin.

Detailed placement finished with a half-perimeter wire length of 15900 um. The cell leakage power is 3.44 nW. The power density over cell area is 71.9 nW/um^2.

Per the run report, area growth between synthesis and finish was 5.70%. The largest voltage drop on the vdd net is 70.5 uV. The number of warning messages in the logs came out at 36.

The XOR/XNOR share of the synthesized area came out at 8.77%. The clock-pin slew on the worst setup and hold paths came out at 70 ps. The number of antenna-violating nets in the routed design is 0. For this design, the slowest cell found on the critical path is sky130_fd_sc_hd__a211oi_4. The required time of the critical path is 10080 ps.

Among all flip-flop cells after synthesis, the most frequent one is sky130_fd_sc_hd__dfxtp_1. The smallest clock period supported by the final layout is computed as 8980 ps. The post-layout total power came out at 691 uW.

Before any placement, the netlist area is recorded as 9090 um^2. Per the Yosys statistics, synthesis produced 1194 cells. The depth of the worst register-to-register path is 38. The cell occurring most often along the worst timing path is sky130_fd_sc_hd__inv_1. The top-level port count is 14. The DRC violation total left in the routed layout is recorded as 0. The worst clock skew came out at 14.1 ps.

The portion of synthesized area spent on multiplexers is 3.54%. Across all layers, the routed design uses 8466 vias. The warning tally printed by Yosys for this design is 2. The number of pins with negative max-slew slack in the final report came out at 0. The post-route clock period utilization is 89.8%. The share of synthesized area occupied by flip-flops and latches came out at 19.8%. On the critical path the data arrives at 9060 ps. Setup violations remaining at the end of the flow were counted as 0. Once the floorplan was initialized, standard cells occupied 41.3% of the core.

The relative slew slack came out at 47.1%. The die width is 153 um. In this run the worst hold path is classified as reg2reg.

The logic depth of the worst setup path including buffers came out at 38. The share of flip-flops with an asynchronous set or reset came out at 0%. The startpoint-to-endpoint class of the critical path is reg2reg. The register-to-register setup slack is 1020 ps.

Derived from the worst setup path, the maximum achievable clock frequency is 111 MHz. The number of setup buffers added after CTS came out at 0. The tree is rooted in a sky130_fd_sc_hd__clkbuf_16.

Per STA, the endpoint of the critical path is bcd_show[2]. The slew at the pin closest to its max-slew limit is 774 ps. The launch point of the worst register-to-register path is recorded as btn_count[13]. After synthesis, the largest family of logic cells by area is AND-OR/OR-AND gates. The number of cells on the worst hold path came out at 1. The total die size is 23300 um^2. TritonCTS built the clock tree. The post-synthesis register bit count came out at 88.
synthesized netlist by cell type, drive strengths merged, types with 17 or more instances:
master	instances	area, um^2
a211oi	22	210
a21oi	56	348
a31oi	17	128
and2	27	171
and3	20	125
buf	24	164
clkbuf	33	124
dfxtp	84	1680
ha	24	300
inv	51	191
nand2	120	453
nand3	66	335
nor2	132	508
nor3	37	200
nor4	28	209
o211ai	25	198
o21ai	53	273
xnor2	55	482
xor2	36	315
cell families after synthesis:
kind of cell             Yosys count
AND-OR/OR-AND                    333
XOR/XNOR                          91
adder cells (fa/ha/maj)           26
buffers and inverters            110
flip-flops                        88
multiplexers                      28
AND/OR/NAND/NOR                  518
worst register-to-register path: cells and delay by family (launching register included):
kind                     cells  cell delay (ps)
XOR/XNOR                     4              880
flip-flops                   1              450
buffers and inverters        7              640
multiplexers                 2              620
AND-OR/OR-AND               11             2610
adder cells (fa/ha/maj)      6             1590
AND/OR/NAND/NOR              8             1960
repair_timing:
action,in CTS,in global routing
hold buffers,0,0
resized,0,1
setup endpoints to repair,0,1
routing by layer:
layer,global-route usage [%],vias up,part of all wire [%]
met4,3.56,0,1.9
li1,-,4397,-
met1,29.3,3898,52
met2,28.3,149,43
met3,1.33,22,2.8
met5,0,-,0
flip-flops by register name, summed over array words and instances, names as in the netlist:
name                flops
increment_count        32
bcd_show                4
refresh_disp_count     32
n_digit                 4
btn_count              16
how the worst min path moves through the flow:
| stage | startpoint | end | slack [ps] |
|---|---|---|---|
| finish | refresh_disp_count[31] | refresh_disp_count[31] | 450 |
| CTS | refresh_disp_count[31] | refresh_disp_count[31] | 450 |
| global route | refresh_disp_count[31] | refresh_disp_count[31] | 460 |
placed cells by master, fill, tap and decap left out, types with 13 or more instances in the layout:
master	Yosys	layout
sky130_fd_sc_hd__a211oi_1	16	16
sky130_fd_sc_hd__a21oi_1	46	46
sky130_fd_sc_hd__a31oi_1	15	15
sky130_fd_sc_hd__and2_1	25	25
sky130_fd_sc_hd__and3_1	20	20
sky130_fd_sc_hd__dfxtp_1	84	84
sky130_fd_sc_hd__ha_1	24	24
sky130_fd_sc_hd__inv_1	51	51
sky130_fd_sc_hd__mux2i_1	16	16
sky130_fd_sc_hd__nand2_1	119	119
sky130_fd_sc_hd__nand2b_1	13	13
sky130_fd_sc_hd__nand3_1	65	65
sky130_fd_sc_hd__nand4_1	13	13
sky130_fd_sc_hd__nor2_1	129	129
sky130_fd_sc_hd__nor3_1	34	34
sky130_fd_sc_hd__nor4_1	24	24
sky130_fd_sc_hd__o211ai_1	23	23
sky130_fd_sc_hd__o21ai_0	37	37
sky130_fd_sc_hd__o21ai_1	14	14
sky130_fd_sc_hd__xnor2_1	55	55
sky130_fd_sc_hd__xor2_1	36	36
power by group:
part / switching, mW / total (mW) / internal (mW)
combinational: 0.00353 / 0.00541 / 0.00187
sequential: 0.000837 / 0.354 / 0.353
clock: 0.156 / 0.332 / 0.176
total: 0.160 / 0.691 / 0.531
cell type report:
class	count	area [um^2]	share of cell area [%]
clock inverter	7	72.6	0.755
sequential	88	1800	18.8
multi-input combinational	996	6800	70.8
inverter	53	199	2.07
timing repair buffer	17	158	1.64
clock buffer	9	225	2.34
tap	280	350	3.65
per-stage QoR:
stage	setup WS, ps	util [%]	cells	instance area [um^2]	hold slack, ps
after global placement	1020	42.3	1434	9310	433
after global routing	68.9	43.6	1450	9610	463
after CTS	910	43.6	1450	9610	455
final	1020	43.6	1450	9610	448
after floorplan	2140	-	1194	9090	418
after detailed placement	915	42.3	1434	9310	440
Power is estimated from default activity; no workload was simulated.
